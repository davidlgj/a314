<file path="design.v">
module spi_controller(
    input               clk200,
    input               SCK,
    input               SS,
    input               MOSI,
    output              MISO,
    output reg          spi_read_cmem,
    output reg          spi_write_cmem,
    output reg  [3:0]   spi_address_cmem,
    output reg  [3:0]   spi_out_cmem_in,
    input       [3:0]   spi_in_cmem_out,
    output reg          spi_req,
    input               spi_ack,
    output reg          spi_read_sram,
    output reg  [18:0]  spi_address_sram,
    output reg          spi_ub,
    output reg  [7:0]   spi_out_sram_in,
    input       [15:0]  spi_in_sram_out,
    input               swap_address_mapping
    );
    reg [23:0] counter;
    wire [20:0] byte_cnt = counter[23:3];
    wire [2:0] bit_cnt = counter[2:0];
    reg [3:0] cmd;
    reg [7:0] data_shift_in;
    reg [19:0] sram_address;
    reg [19:0] sram_offset = 20'd0;
    reg read_cmem_req = 1'b0;
    reg read_cmem_ack = 1'b0;
    reg write_cmem_req = 1'b0;
    reg write_cmem_ack = 1'b0;
    reg spi_req_async = 1'b0;
    always @(posedge SCK or negedge SS)
    begin
        if (!SS)
        begin
            counter <= 24'd0;
            cmd <= 4'd0;
        end
        else
        begin
            counter <= counter + 24'd1;
            if (counter <= 24'd3)
                cmd <= {cmd[2:0], MOSI};
            if (counter <= 24'd7)
                spi_address_cmem <= {spi_address_cmem[2:0], MOSI};
            if (counter <= 24'd23)
                sram_address <= {sram_address[18:0], MOSI};
            data_shift_in <= {data_shift_in[6:0], MOSI};
            if (counter == 24'd7 && cmd == 4'd2)
            begin
                read_cmem_req <= !read_cmem_ack;
            end
            if (counter == 24'd15 && cmd == 4'd3)
            begin
                spi_out_cmem_in <= {data_shift_in[2:0], MOSI};
                write_cmem_req <= !write_cmem_ack;
            end
            if (byte_cnt >= 21'd2 && bit_cnt == 3'd7 && cmd == 4'd0)
            begin
                spi_read_sram <= 1'b1;
                spi_req_async <= !spi_ack;
                sram_offset <= byte_cnt[19:0] - 20'd2;
            end
            if (byte_cnt >= 21'd3 && bit_cnt == 3'd7 && cmd == 4'd1)
            begin
                spi_out_sram_in <= {data_shift_in[6:0], MOSI};
                spi_read_sram <= 1'b0;
                spi_req_async <= !spi_ack;
                sram_offset <= byte_cnt[19:0] - 20'd3;
            end
        end
    end
    wire [19:0] sram_ea = sram_address + sram_offset;
    always @(*)
    begin
        spi_address_sram <= swap_address_mapping ? {sram_ea[19:17], sram_ea[8:1], sram_ea[16:9]} : sram_ea[19:1];
        spi_ub <= !sram_ea[0];
    end
    reg [7:0] data_shift_out = 8'd0;
    assign MISO = data_shift_out[7];
    always @(posedge SCK or negedge SS)
        if (!SS)
            data_shift_out <= 8'd0;
        else
        begin
            if (byte_cnt >= 21'd3 && bit_cnt == 3'd7 && cmd == 4'd0)
                data_shift_out <= spi_ub ? spi_in_sram_out[15:8] : spi_in_sram_out[7:0];
            else if (counter == 24'd11 && cmd == 4'd2)
                data_shift_out <= {spi_in_cmem_out, 4'd0};
            else
                data_shift_out <= {data_shift_out[6:0], 1'b0};
        end
    reg read_cmem_req_sync_0 = 1'b0;
    reg read_cmem_req_sync_1 = 1'b0;
    reg write_cmem_req_sync_0 = 1'b0;
    reg write_cmem_req_sync_1 = 1'b0;
    reg spi_req_sync = 1'b0;
    always @(posedge clk200)
    begin
        spi_req_sync <= spi_req_async;
        spi_req <= spi_req_sync;
        read_cmem_req_sync_0 <= read_cmem_req;
        read_cmem_req_sync_1 <= read_cmem_req_sync_0;
        if (spi_read_cmem)
        begin
            spi_read_cmem <= 1'b0;
            read_cmem_ack <= read_cmem_req_sync_1;
        end
        else if (read_cmem_req_sync_1 != read_cmem_ack)
            spi_read_cmem <= 1'b1;
        write_cmem_req_sync_0 <= write_cmem_req;
        write_cmem_req_sync_1 <= write_cmem_req_sync_0;
        if (spi_write_cmem)
        begin
            spi_write_cmem <= 1'b0;
            write_cmem_ack <= write_cmem_req_sync_1;
        end
        else if (write_cmem_req_sync_1 != write_cmem_ack)
            spi_write_cmem <= 1'b1;
    end
endmodule
</file>
<file path="constraint.sdc">
current_design spi_controller

set clk_period 11.0
set clk_io_pct 0.2

create_clock -name clk0 -period $clk_period [get_ports {SCK}]
create_clock -name clk1 -period $clk_period [get_ports {clk200}]

set non_clock_inputs [all_inputs -no_clocks]
set_input_delay [expr $clk_period * $clk_io_pct] -clock clk0 $non_clock_inputs
set_output_delay [expr $clk_period * $clk_io_pct] -clock clk0 [all_outputs]
</file>
<file path="run.sh">
#!/bin/bash
# OpenROAD 26Q1-2900-gdf79404cd8, Yosys 0.63+post, stock flow scripts
make -C /OpenROAD-flow-scripts/flow DESIGN_CONFIG=/design/flow/config.mk WORK_HOME=/design/flow/orfs finish
</file>
<file path="config.mk">
export PLATFORM = sky130hd
export DESIGN_NAME = spi_controller
export DESIGN_NICKNAME = spi_controller
export VERILOG_FILES = /design/flow/design.v
export SDC_FILE = /design/flow/constraint.sdc
export NUM_CORES = 4
export LEC_CHECK = 1
export CORE_UTILIZATION = 50
</file>
==> results.sh <==
# yosys + openroad results
export IMPL_dp_hpwl_um=8270
export IMPL_relSlewSlack_pct=47.9
export IMPL_finalSetupViolCount=0
export IMPL_hold_class="reg -> reg"
export IMPL_ff_type="edfxtp_1"
export IMPL_wire_per_inst_um=14.8
export IMPL_wl_met2_um=4640
export IMPL_drive_gt1_share_pct=8.36
export IMPL_r2r_slack_ns=7.87
export IMPL_start_kind="primary input"
export IMPL_clk_pin_slew_worst_paths_ns=0.04
export IMPL_endpoint_kind="output pin"
export IMPL_gp_congestion=0.874
export IMPL_critPathLaunch="swap_address_mapping"
export IMPL_drv_cap=0
export IMPL_crit_top_cell="clkdlybuf4s50_1"
export IMPL_max_vdd_ir_drop_v=0.0000879
export IMPL_comb_power_share_pct=5.4
export IMPL_cts_sinks=113
export IMPL_hp_start="write_cmem_req_sync_0"
export IMPL_drv_slew=0
export IMPL_drt_iter0_drc=235
export IMPL_syn_to_final_growth_pct=19.2
export IMPL_grt_pass1_wl_um=19000
export IMPL_met1Wirelength_um=5760
export IMPL_chip_area_mm2=0.0123
export IMPL_critical_path_slowest_cell="clkdlybuf4s50_1"
export IMPL_status="completed"
export IMPL_grt_pass1_vias=3908
export IMPL_syn_avg_cell_area_um2=11.3
export IMPL_r2r_start="counter[21]"
export IMPL_detail_route_antenna_nets=0
export IMPL_yosys_cells=527
export IMPL_vias_per_cell=5.53
export IMPL_fp_coreArea_mm2=0.0115
export IMPL_overflow=0
export IMPL_fp_dieH_um=111
export IMPL_switching_share_pct=21.0
export IMPL_fp_dieW_um=111
export IMPL_warning_count=31
export IMPL_final_cell_count_no_fill=741
export IMPL_skew_ns=0.00821
export IMPL_async_flop_share_pct=31.9
export IMPL_ys_warn_count=1
export IMPL_synthDistinctLibCells=71
export IMPL_seqPwrFrac_pct=52.0
export IMPL_ys_chip_area_mm2=0.00594
export IMPL_top_cell="edfxtp_1"
export IMPL_leakagePower_nw=2.87
export IMPL_ctsHoldBuffers=0
export IMPL_antenna_cells=0
export IMPL_drc=0
export IMPL_worstPathMaxFanout=19
export IMPL_synth_seq_share_pct=52.8
export IMPL_yosys_top_cells_area="edfxtp_1, dfrtp_1, ha_1"
export IMPL_topRoutingLayerUsed="met4"
export IMPL_grt_usage_pct=20.3
export IMPL_cts_resized=0
export IMPL_cp_required_ns=8.80
export IMPL_intPower_uw=693
export IMPL_path_class="in -> out"
export IMPL_num_io_pins=67
export IMPL_cts_tree="done"
export IMPL_postCtsSetupBuffers=0
export IMPL_rows=39
export IMPL_grt_start_max_net_pins=48
export IMPL_ys_ff=113
export IMPL_wl_um=11000
export IMPL_route_met3_wl_um=475
export IMPL_detail_route_first_pass_iterations=24
export IMPL_critical_path_cell_chain="clkdlybuf4s50_1 -> inv_1 -> a211o_1 -> o211ai_1 -> clkdlybuf4s50_1"
export IMPL_syn_inst=527
export IMPL_powerDensity_mw_per_mm2=124
export IMPL_tns_ns=0
export IMPL_worstMarginPinSlew_ns=0.776
export IMPL_vias=4100
export IMPL_clock_power_share_pct=42.7
export IMPL_io_buffers=65
export IMPL_worstPathArrival_ns=4.29
export IMPL_rsz0062_at_grt="false"
export IMPL_dp_cells=721
export IMPL_netlist_top_cell_by_area="edfxtp_1"
export IMPL_edf_count=69
export IMPL_finalHoldViolCount=0
export IMPL_syn_area_mm2=0.00594
export IMPL_synthDominantCellAreaShare_pct=34.9
export IMPL_fp_util_pct=51.6
export IMPL_critPathMaxStageDelay_ns=0.84
export IMPL_antenna_found_initial=0
export IMPL_p_switching_uw=185
export IMPL_ys_top_cells_by_count="edfxtp_1, nor2_1, nand2_1, dfrtp_1, a21oi_1"
[per-layer routing]
| metal | up-vias | global-route usage, % |
|---|---|---|
| li1 | 2073 | - |
| met1 | 1935 | 37.5 |
| met2 | 83 | 26.8 |
| met5 | - | 0 |
| met3 | 9 | 4.57 |
| met4 | 0 | 2.92 |
[stage by stage]
| stage | hold slack (ns) | worst slack, ns | instance area [µm²] | util, % | total power [mW] |
|---|---|---|---|---|---|
| floorplan | 0.310 | 5.77 | 5940 | - | 0.485 |
| global route | 0.349 | 4.23 | 7080 | 61.5 | 0.910 |
| finish | 0.326 | 4.51 | 7080 | 61.5 | 0.877 |
| detailed placement | 0.312 | 4.51 | 6700 | 58.2 | 0.512 |
| CTS | 0.328 | 4.51 | 7080 | 61.5 | 0.889 |
| global placement | 0.311 | 4.59 | 6700 | 58.2 | 0.511 |
[power groups by stage]
stage     registers, mW  logic [mW]  clock network [mW]
6_report          0.456      0.0471               0.374
5_1_grt           0.456      0.0529               0.401
4_1_cts           0.456      0.0478               0.385
[worst max-delay path, delay by kind of cell]
kind | cells | cell delay, ns
buffers and inverters | 3 | 1.70
AOI/OAI and AO/OA | 2 | 0.38
[placed cells by master, fill, tap and decap left out, drive strengths merged, types with 4 or more instances in the layout]
cell            n
a211oi          8
a21o            6
a21oi          30
a31oi           5
and2            5
and3            6
buf             6
clkbuf         13
clkdlybuf4s50  64
dfrtp          36
dfxtp           8
edfxtp         69
ha             27
inv            19
mux2            5
mux2i          12
nand2          41
nand3          20
nand4           6
nor2           45
nor2b           9
nor3           19
nor4            7
o211ai          8
o21ai          26
or3             4
xnor2          25
xor2           27
[area by class of cell]
cell class,instances,area [µm²]
clock buffer,13,314
clock inverter,7,63.8
fill,947,4440
inverter,16,60.1
multi-input combinational,379,2640
sequential,113,3130
tap,143,179
timing repair buffer,70,683
[final timing paths]
| kind | end | cells past startpoint |
|---|---|---|
| worst max-delay path | spi_address_sram[7] | 5 |
| worst min-delay path | write_cmem_req_sync_1 | 0 |
| worst max register to register | spi_address_cmem[1] | 5 |
| worst min register to register | write_cmem_req_sync_1 | 0 |
| max in group asynchronous | counter[14] | 2 |
| max in group clk1 | spi_write_cmem | 2 |
| min in group clk0 | spi_out_sram_in[7] | 0 |
| min in group asynchronous | data_shift_out[7] | 2 |
[flip-flops by register name, summed over array words and instances, names as in the netlist, 4 cells and up]
register          flops
sram_address         20
data_shift_in         7
spi_address_cmem      4
spi_out_cmem_in       4
cmd                   4
counter              24
data_shift_out        8
spi_out_sram_in       8
sram_offset          20
[kinds of logic after synthesis]
| kind of cell | after synthesis | synth area share [%] |
|---|---|---|
| buffers and inverters | 35 | 2.82 |
| multiplexers | 17 | 3.16 |
| XOR/XNOR | 52 | 7.67 |
| AND-OR/OR-AND | 106 | 11.7 |
| adder cells (fa/ha/maj) | 28 | 6.03 |
| flip-flops | 113 | 52.8 |
| AND/OR/NAND/NOR | 176 | 15.9 |
No activity file was given, so power comes from the tool's default toggle rates.
